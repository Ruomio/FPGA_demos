## flow/run.sh

```bash
#!/bin/bash
# OpenROAD 26Q1-2900-gdf79404cd8, Yosys 0.63+post, stock flow scripts
make -C /OpenROAD-flow-scripts/flow DESIGN_CONFIG=/design/flow/config.mk WORK_HOME=/design/flow/orfs finish
```

## flow/config.mk

```make
export PLATFORM = sky130hd
export DESIGN_NAME = ram_rw
export DESIGN_NICKNAME = ram_rw
export VERILOG_FILES = /design/flow/design.v
export SDC_FILE = /design/flow/constraint.sdc
export NUM_CORES = 4
export LEC_CHECK = 1
export CORE_AREA = 10 10 77 77
export DIE_AREA = 0 0 87 87
```

## flow/constraint.sdc

```tcl
current_design ram_rw

set clk_period 1.9
set clk_io_pct 0.2

create_clock -name clk0 -period $clk_period [get_ports {sys_clk}]

set non_clock_inputs [all_inputs -no_clocks]
set_input_delay [expr $clk_period * $clk_io_pct] -clock clk0 $non_clock_inputs
set_output_delay [expr $clk_period * $clk_io_pct] -clock clk0 [all_outputs]
```

## flow/design.v

```verilog
module ram_rw(
    input sys_clk,
    input sys_rst,
    input [7:0] ram_rd_data,
    output reg ram_en,
    output ram_we,
    output reg [4:0] addr,
    output reg [7:0] ram_wr_data
);
    reg [5:0] cnt;       
    always @(posedge sys_clk or negedge sys_rst) begin
        if(!sys_rst)
            ram_en <= 1'b0;
        else
            ram_en <= 1'b1;
    end
    always @(posedge sys_clk or negedge sys_rst) begin
        if(!sys_rst)
            cnt <= 1'b0;
        else if(!ram_en || cnt == 6'd63)
            cnt <= 1'b0;
        else
            cnt <= cnt + 1'b1;
    end
    assign ram_we = (ram_en && cnt < 32) ? 1'b1 : 1'b0;
    always @(posedge sys_clk or negedge sys_rst) begin
        if(!sys_rst)
            addr <= 1'b0;
        else if(ram_en && cnt < 6'd31)
            addr <= addr + 1'b1;
        else
            addr <= 1'b0;
    end
    always @(posedge sys_clk or negedge sys_rst) begin
        if(!sys_rst)
            ram_wr_data <= 1'b0;
        else if(ram_we && ram_wr_data < 6'd31)
            ram_wr_data <= ram_wr_data + 1'b1;
        else
            ram_wr_data <= 1'b0;
    end
endmodule
```

==> metrics.yaml <==
run_status: "finished clean"
ys_sh_mux_pct: 0
ys_area_sq_um: 830
met1_length_microns: 698
combPwrFrac_pct: 7.7
vdd_drop_max_uv: 471
synthCells: 74
port_buffers: 16
wl_per_cell_microns: 11.0
r2r_setup_slack_ps: 520
powerDensity_mw_per_mm2: 701
synth_seq_share_pct: 60.3
via_per_inst: 4.14
synthAoiAreaFrac_pct: 7.99
fin_cells: 147
p_sw_w: 0.000162
synth_stat.cells: 74
n_antenna_cell: 0
min_path_type: "in2async"
dp.cells: 144
drt-initial-drc-count: 32
ant_nets: 0
ys_sh_simple_pct: 17.0
core_area_sq_mm: 0.00435
clockBufferDepth: 2
htreeDepth: 1
yosysWarnings: 1
highest_layer: "met4"
postCtsHoldBufs: 0
setup_viol: 0
rr_endpoint: "cnt[3]"
worstPathRequired_ps: 1520
min_period_over_period_pct: 95.0
total_power_w: 0.000777
worstRegToRegCells: 4
grt_setup_unrepaired: "false"
swShare_pct: 20.9
cts-root-buf: "clkbuf_8"
top_logic_kind: "simple AND/OR/NAND/NOR gates"
fin_area_sq_mm: 0.00111
drc: 0
yosys.cell_types.count: 22
rows: 24
antenna_found_initial: 0
worst_path_max_delay_cell: "clkdlybuf4s50_1"
end_kind: "primary output"
wl_met3_microns: 200
p_seq_share_pct: 58.7
crit_chain: "and2b_2 -> clkdlybuf4s50_1"
grt_max_degree: 21
syn_area_per_cell_sq_um: 11.2
gr-total-overflow: 0
post_cts_buffers: 0
clkSinkCount: 20
cts_tree: "done"
finalMaxSlewViolations: 0
insertion_delay_ps: 250
area_growth_pct: 33.6
r2r-start: "cnt[0]"
die_h_microns: 87
top_cell_area_share_pct: 60.3
fmax_mhz: 554
cts_resized: 0
warning_count: 33
netlist_area_sq_um: 830
worstPathMaxFanout: 6
floorplan.core_util_pct: 19.1
timing.setup.tns_ps: 0
top_cells_by_area: "dfrtp_1 60%, xor2_1 5.3%, ha_1 4.5%"
via_count: 608
track_usage_pct: 4.51
dieArea_sq_mm: 0.00757
first_global_vias: 602
die_x_microns: 87
final_layout_size_suffix_gt1_share_pct: 7.37
synth-seq-cells: 20
crit_path_end: "ram_we"
pin_count: 25
fin_crit_ps: 1810
power_leakage_nw: 0.498
wl_microns: 1620
dpl_cell_area_sq_mm: 0.00107
fin_worst_skew_ps: 6.50
place_congestion: 0.772
xor_share_pct: 7.39
route.met2.wl_microns: 704
top_cell: "dfrtp_1"
p_int_w: 0.000614
critical_path_class: "reg2out"
cap_violations: 0
startpoint: "cnt[5]"
finalHoldViolCount: 0
numCtsBuffers: 3
adder_share_pct: 4.52
clkPwrFrac_pct: 33.6
top_area_cell: "dfrtp_1"
clk_pin_slew_ps: 70
first_pass_iters: 4
dpl.hpwl_microns: 1240
worst_setup_path_start_kind: "flip-flop"
ff_type: "dfrtp_1"
edf_count: 0
critPathArrivalTime_ps: 1430
grt_pass1_wl_microns: 2820
top_cells_by_count: "20 x dfrtp_1, 10 x nor2_1, 7 x nand3_1"
cpPeakStageDelay_ps: 480
ys_async_sr_fraction_pct: 100
-- logic make-up after synthesis --
kind of cell | count (synthesis)
AND/OR/NAND/NOR | 28
flip-flops | 20
AND-OR/OR-AND | 10
XOR/XNOR | 7
buffers and inverters | 4
adder cells (fa/ha/maj) | 3
other | 2
-- per-stage QoR --
| step | setup WS (ps) | util, % | hold WS, ps |
|---|---|---|---|
| after global placement | 336 | 24.5 | 480 |
| after floorplan | 736 | - | 84.4 |
| after CTS | 24.2 | 25.4 | 473 |
| final | 95.0 | 25.5 | 465 |
| after detailed placement | 317 | 24.5 | 495 |
| after global routing | 44.8 | 25.5 | 483 |
-- sequential cells by signal, summed over array words and instances, names as in the netlist --
| name | cells |
|---|---|
| addr | 5 |
| cnt | 6 |
| ram_en | 1 |
| ram_wr_data | 8 |
-- cell type report --
class / count / area [sq um]
clock buffer: 3 / 41.3
fill: 435 / 3250
inverter: 4 / 15.0
multi-input combinational: 51 / 319
sequential: 20 / 500
tap: 52 / 65.1
timing repair buffer: 17 / 168
-- power groups by stage --
stage	logic [W]	clock network (W)	registers, W
CTS	0.0000617	0.000276	0.000456
global route	0.0000699	0.000298	0.000459
finish	0.0000594	0.000261	0.000456
-- critical path, delay by kind of cell, from the launching register on --
| family | cells | cell delay, ps |
|---|---|---|
| buffers and inverters | 1 | 480 |
| DFF | 1 | 400 |
| and+or+nand+nor | 1 | 290 |
-- worst min path at each step --
stage | startpoint | end | slack [ps] | depth (start not counted)
4_1_cts | sys_rst | addr[4] | 470 | 2
5_1_grt | sys_rst | addr[4] | 480 | 2
6_report | sys_rst | addr[4] | 460 | 2
-- routing by layer --
| metal | track usage, % | up-vias |
|---|---|---|
| met1 | 5.59 | 296 |
| met4 | 0.295 | 0 |
| met5 | 0 | - |
| li1 | - | 294 |
| met3 | 2.74 | 2 |
| met2 | 6.86 | 16 |
-- cell usage in the layout, fill, tap and decap left out, types with 2 or more instances in the layout --
| cell type | netlist | final |
|---|---|---|
| conb_1 | 2 | 3 |
| and2_1 | 2 | 2 |
| nand3_1 | 7 | 7 |
| and3_1 | 3 | 3 |
| xnor2_1 | 2 | 2 |
| clkdlybuf4s50_1 | 0 | 16 |
| a31oi_1 | 2 | 2 |
| o21ai_0 | 2 | 2 |
| nor2_1 | 10 | 10 |
| clkbuf_8 | 0 | 3 |
| nand2_1 | 2 | 2 |
| a21oi_1 | 2 | 2 |
| ha_1 | 3 | 3 |
| xor2_1 | 5 | 5 |
| inv_1 | 4 | 4 |
| dfrtp_1 | 20 | 20 |
Power is estimated from default activity; no workload was simulated.
