**/design/flow/design.v**
```verilog
module single_ram_ip #(
        parameter ADDR_WIDTH = 5,
        parameter DATA_WIDTH = 8,
        parameter MEM_WIDTH = 32  
    )
(
    input   clk,
    input   ram_en,                  
    input   ram_we,                  
    input   [ADDR_WIDTH-1:0] addr,   
    input   [DATA_WIDTH-1:0] din,    
    output  [DATA_WIDTH-1:0] dout    
);
    reg [DATA_WIDTH-1:0] mem [MEM_WIDTH-1:0];
    reg [DATA_WIDTH-1:0] dout_reg;
    reg [ADDR_WIDTH-1:0] i = 5'b0;
    always @(posedge clk) begin
        if(ram_en && ram_we) begin           
            mem[addr] <= din;
        end
        else if(ram_en && !ram_we) begin     
            dout_reg <= mem[i];
            if(i<31)
                i <= i + 1'b1;
            else
                i <= 1'b0;
        end
    end
    assign dout = dout_reg;
endmodule
```
**/design/flow/constraint.sdc**
```tcl
current_design single_ram_ip

set clk_period 6.0
set clk_io_pct 0.2

create_clock -name clk0 -period $clk_period [get_ports {clk}]

set non_clock_inputs [all_inputs -no_clocks]
set_input_delay [expr $clk_period * $clk_io_pct] -clock clk0 $non_clock_inputs
set_output_delay [expr $clk_period * $clk_io_pct] -clock clk0 [all_outputs]
```
**/design/flow/config.mk**
```make
export PLATFORM = sky130hd
export DESIGN_NAME = single_ram_ip
export DESIGN_NICKNAME = single_ram_ip
export VERILOG_FILES = /design/flow/design.v
export SDC_FILE = /design/flow/constraint.sdc
export NUM_CORES = 4
export LEC_CHECK = 1
export CORE_UTILIZATION = 30
```
**/design/flow/run.sh**
```bash
#!/bin/bash
# OpenROAD 26Q1-2900-gdf79404cd8, Yosys 0.63+post, stock flow scripts
make -C /OpenROAD-flow-scripts/flow DESIGN_CONFIG=/design/flow/config.mk WORK_HOME=/design/flow/orfs finish
```
==> run notes <==
Here are the numbers from the latest Yosys + OpenROAD run.

VDD sags by at most 0.205 mV. The setup path with the least slack is of type in -> reg. In this design, the largest share of critical-path delay is due to simple AND/OR/NAND/NOR gates. The layout-stage area growth over the synthesis result is 15.6%. The floorplan core density is 30.4%. The final RePlAce weighted congestion came out at 0.839.

The root buffer cell chosen for the clock tree is sky130_fd_sc_hd__clkbuf_16. The end-of-flow core utilization is 35.2%. The number of port buffers came out at 23. The count of state elements after synthesis is 269. The number of search-and-repair iterations in the first detailed-routing pass is 4. In the hold report, the worst path ends at dout_reg[0]. The power density over cell area is 326 nW/um^2. The highest cell delay on the worst timing path is 790 ps. The clock-pin slew of the registers on the worst-case setup and hold paths is 60 ps. The number of buffers and inverters on the critical path is 1.

The number of flip-flops in the largest register came out at 256. In the routed design, unresolved DRC markers number 0. The HPWL after detailed placement is 13800 um. The detailed-route vias per instance is 4.91.

The post-layout total power came out at 3.95 mW. The worst hold path belongs to the class reg -> reg. The die is 189 um wide. The max capacitance violation total is 0.

The run finished with clean final reports. For this design, the slowest cell found on the critical path is sky130_fd_sc_hd__nor2_1. The main area contributors are sky130_fd_sc_hd__edfxtp_1, sky130_fd_sc_hd__mux4_2, sky130_fd_sc_hd__mux2i_1. TritonCTS reports the number of clock sinks as 269. STA classifies the critical path endpoint as a register. The total number of placement rows is 68.

Static timing analysis puts the maximum clock frequency at 0.342 GHz. The clock skew after layout came out at 8.01 ps. The hold path depth came out at 3. The pre-CTS setup slack is 2540 ps.

The area taken by multi-input logic gates came out at 2210 um^2. The script logs the mean routed wire length per placed instance as 21.8 um. The required arrival time at the worst endpoint is 6160 ps. The area of all sequential standard cells came out at 8080 um^2. The global-route wire length before repair came out at 34300 um.

The beginning of the worst hold path is mem[18][0]. The transition time at the pin with the least slew margin is 812 ps. Final hold analysis gives a worst-case slack of 894 ps. Clock latency on the worst-skew pair, taken at its later pin, is 530 ps. By instance count after routing, the leading logic cell type is sky130_fd_sc_hd__edfxtp_1. After clock tree synthesis, the repair step resized 0 gates. The buffers inserted during post-CTS setup optimization came out at 0. The routed layout has 5038 vias. The area figure in the yosys stat output is 10500 um^2. After synthesis, the largest area contributor takes up 77.0% of total cell area.

The DRC marker count from the first detailed-route iteration came out at 467. Per the detail_route report, inserted antenna diodes total 0. STA lists the endpoint of the worst register-to-register path as dout_reg[0].

Counting the fill cells in the layout gives 3117. In this run the worst path has a maximum fanout of 8. The data arrival time of the critical path came out at 3080 ps. The standard cell core area is 34500 um^2.

Entering global routing, the biggest net connects 47 pins. Synthesis handed over a netlist of 507 instances. Per the detailed-route log, wirelength across all metal layers totals 22400 um. The count of cell types in the netlist is 39.

The total congestion overflow is 0. The cell depth of the worst flop-to-flop path came out at 5. The category of the worst setup path launch point is an input pin.

The count of nets left with antenna violations after detail routing came out at 0. After synthesis the cells add up to 10500 um^2. The portion of the clock cycle consumed by the worst path in the final layout is 48.7%. The number of cells in the yosys synthesis report came out at 507. The vertical extent of the die is 189 um.

The initial antenna violation count came to 0. The count of warnings emitted by yosys is 1. The chip area came out at 35700 um^2. The setup TNS came out at 0 ps. The number of global-route vias before repair came out at 5693.

Looking at area per cell type in the netlist, the leader is sky130_fd_sc_hd__edfxtp_1. The last timing report of the flow puts the setup violation total at 0. The top cell types in the final layout, fill and taps aside, are sky130_fd_sc_hd__edfxtp_1, sky130_fd_sc_hd__mux4_2, sky130_fd_sc_hd__nor2_1. Per the post-synthesis stats, the area per cell is 20.7 um^2. The clock buffer count from CTS is 29. Traced cell by cell, the critical path runs through clkdlybuf4s50_1, nand4_1, nor2_1. The quantity of hold-fixing buffers added after cts is 0.

The leakage power total came out at 3.76 nW. The proportion of layout cells with a drive suffix above 1 is 18.7%. The final period demand of the worst path is 2920 ps. The maximum level of the CTS H-tree is 1. The overall routing resource usage is 13.8%.

In this run the register-to-register setup slack is 3230 ps. The clock tree buffer depth is 3. Per the slew report, the remaining headroom to the max-slew limit stands at 45.9%. 24 I/O pins were placed. TritonCTS built the clock tree. The proportion of synthesized chip area in sequential cells came out at 77.0%. The number of warnings in the stage logs is 25.

The source of the worst register-to-register timing path is i[0]. Setup repair after global routing left no endpoint under its margin. The total count of max-transition violations in the final report came out at 0. For reference, the final report shows the hold violation count at 0. The critical path in the final layout is reported with a setup slack of 3080 ps.
==> power breakdown <==
part           switching [mW]  internal (mW)  leakage [nW]
clock network           0.674           1.01         0.441
logic                   0.105         0.0636         0.890
registers             0.00756           2.09          2.43
total                   0.786           3.16          3.76
==> worst reg2reg max path, cell delays in order, from the launching register on <==
cell and delay (ps):
sky130_fd_sc_hd__edfxtp_1 350, sky130_fd_sc_hd__buf_4 600, sky130_fd_sc_hd__mux4_2 670, sky130_fd_sc_hd__a22o_1 290, sky130_fd_sc_hd__a2111oi_2 480, sky130_fd_sc_hd__a21oi_1 100
==> cell families (layout without fill, tap and decap cells) <==
family	after synthesis	count (layout)	share of synthesized area (%)
simple gates	67	67	2.99
compound gates	59	59	4.40
flops	269	269	77.0
buf+inv	29	93	1.90
mux	81	81	13.5
fa+ha+maj	1	1	0.119
xor+xnor	1	1	0.0835
==> per-layer routing <==
metal,up-vias,track usage (%),wire length [um]
li1,2205,-,-
met1,2513,17.0,8120
met2,301,21.0,10800
met3,19,9.61,3240
met4,0,1.71,253
met5,-,0,0
==> Yosys cell counts (all sizes together) <==
| cell | number |
|---|---|
| nand2 | 6 |
| a22oi | 9 |
| edfxtp | 269 |
| buf | 20 |
| ha | 1 |
| mux2 | 1 |
| and3 | 1 |
| nor4 | 2 |
| nand3b | 4 |
| nand4 | 2 |
| o221ai | 8 |
| nor2b | 4 |
| clkbuf | 7 |
| a2bb2oi | 1 |
| o21ai | 2 |
| a22o | 7 |
| inv | 2 |
| a21oi | 16 |
| mux2i | 33 |
| or3 | 2 |
| o31ai | 1 |
| nor3b | 1 |
| or3b | 1 |
| nand3 | 7 |
| xnor2 | 1 |
| o22ai | 7 |
| o21a | 1 |
| nor2 | 37 |
| mux4 | 47 |
| a2111oi | 7 |
==> worst max-delay path by stage <==
stage | from | endpoint | slack, ps | cells past startpoint
CTS | ram_we | mem[24][4] | 3090 | 4
global route | addr[0] | mem[7][3] | 2890 | 3
finish | addr[0] | mem[3][3] | 3080 | 3
==> cell type report <==
cell class	count	area share [%]
Tap cell	455	4.70
Timing Repair Buffer	38	2.83
Sequential cell	269	66.6
Inverter	2	0.0619
Multi-Input combinational cell	209	18.2
Clock buffer	36	6.20
Clock inverter	17	1.32
==> per-stage QoR <==
step / cells / area (um^2)
6_report: 1026 / 12100
5_1_grt: 1026 / 12100
4_1_cts: 1026 / 12100
3_5_place_dp: 973 / 11200
3_3_place_gp: 973 / 11200
2_1_floorplan: 507 / 10500
Power is estimated from default activity; no workload was simulated.
